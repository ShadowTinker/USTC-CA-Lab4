## ./run.sh

```bash
#!/bin/bash
# OpenROAD 26Q1-2900-gdf79404cd8, Yosys 0.63+post, stock flow scripts
make -C /OpenROAD-flow-scripts/flow DESIGN_CONFIG=/design/flow/config.mk WORK_HOME=/design/flow/orfs finish
```

## ./config.mk

```make
export PLATFORM = sky130hd
export DESIGN_NAME = HarzardUnit
export DESIGN_NICKNAME = HarzardUnit
export VERILOG_FILES = /design/flow/design.v
export SDC_FILE = /design/flow/constraint.sdc
export NUM_CORES = 4
export LEC_CHECK = 1
export CORE_AREA = 10 10 82 82
export DIE_AREA = 0 0 92 92
```

## ./constraint.sdc

```tcl
current_design HarzardUnit

set clk_period 2.2
set clk_io_pct 0.2

create_clock -name clk0 -period $clk_period

set non_clock_inputs [all_inputs -no_clocks]
set_input_delay [expr $clk_period * $clk_io_pct] -clock clk0 $non_clock_inputs
set_output_delay [expr $clk_period * $clk_io_pct] -clock clk0 [all_outputs]
```

## ./design.v

```verilog
`timescale 1ns / 1ps
module HarzardUnit(
    input wire clk,rst,
    input wire [4:0] reg1_srcD, reg2_srcD, reg1_srcE, reg2_srcE, reg_dstE, reg_dstM, reg_dstW,
    input wire br, jalr, jal,
    input wire [1:0] src_reg_en,
    input wire wb_select,
    input wire reg_write_en_MEM,
    input wire reg_write_en_WB,
    input wire alu_src1,
    input wire [1:0] alu_src2,
    input wire miss,
    input wire fail,
    output reg flushF, bubbleF, flushD, bubbleD, flushE, bubbleE, flushM, bubbleM, flushW, bubbleW,
    output reg [1:0] op1_sel, op2_sel, reg2_sel
    );
    always@(*) begin
        if(rst) begin
            flushF <= 1'b1;
            flushD <= 1'b1;
            flushE <= 1'b1;
            flushM <= 1'b1;
            flushW <= 1'b1;
        end else if (fail) begin
            flushF <= 1'b0;
            flushD <= 1'b1;
            flushE <= 1'b1;
            flushM <= 1'b0;
            flushW <= 1'b0;
        end else if (jalr) begin
            flushF <= 1'b0;
            flushD <= 1'b1;
            flushE <= 1'b1;
            flushM <= 1'b0;
            flushW <= 1'b0;
        end else if (jal) begin
            flushF <= 1'b0;
            flushD <= 1'b1;
            flushE <= 1'b0;
            flushM <= 1'b0;
            flushW <= 1'b0;
        end else if ((reg1_srcD == reg_dstE || reg2_srcD == reg_dstE) && wb_select == 1'b1) begin
            flushF <= 1'b0;
            flushD <= 1'b0;
            flushE <= 1'b1;
            flushM <= 1'b0;
            flushW <= 1'b0;
        end else begin
            flushF <= 1'b0;
            flushD <= 1'b0;
            flushE <= 1'b0;
            flushM <= 1'b0;
            flushW <= 1'b0;
        end
    end
    always@(*) begin
        if ((reg1_srcD == reg_dstE || reg2_srcD == reg_dstE) && wb_select == 1'b1) begin
            bubbleF <= 1'b1;
            bubbleD <= 1'b1;
            bubbleE <= 1'b0;
            bubbleM <= 1'b0;
            bubbleW <= 1'b0;
        end else if (miss == 1'b1) begin
            bubbleF <= 1'b1;
            bubbleD <= 1'b1;
            bubbleE <= 1'b1;
            bubbleM <= 1'b1;
            bubbleW <= 1'b1;
        end else begin
            bubbleF <= 1'b0;
            bubbleD <= 1'b0;
            bubbleE <= 1'b0;
            bubbleM <= 1'b0;
            bubbleW <= 1'b0;
        end
    end
    always@(*) begin
        if(alu_src1 == 0
        && src_reg_en[1] == 1'b1 
        && reg1_srcE == reg_dstM 
        && reg_write_en_MEM == 1'b1 
        && reg1_srcE != 5'b0) begin
            op1_sel <= 2'b00;
        end else if (alu_src1 == 0
        && src_reg_en[1] == 1'b1 
        && reg1_srcE == reg_dstW 
        && reg_write_en_WB == 1'b1 
        && reg1_srcE != 5'b0) begin
            op1_sel <= 2'b01;
        end else if (alu_src1 == 1) begin
            op1_sel <= 2'b10;
        end else begin
            op1_sel <= 2'b11;
        end
        if(alu_src2 == 2'b00
        && src_reg_en[0] == 1'b1 
        && reg2_srcE == reg_dstM 
        && reg_write_en_MEM == 1'b1 
        && reg2_srcE != 5'b0) begin
            op2_sel <= 2'b00;
        end else if (alu_src2 == 2'b00
        && src_reg_en[0] == 1'b1 
        && reg2_srcE == reg_dstW 
        && reg_write_en_WB == 1'b1 
        && reg2_srcE != 5'b0) begin
            op2_sel <= 2'b01;
        end else if (alu_src2 == 2'b00) begin
            op2_sel <= 2'b11;
        end else if (alu_src2 == 2'b01) begin
            op2_sel <= 2'b10;
        end else begin
            op2_sel <= 2'b11;
        end
        if(src_reg_en[0] == 1'b1 
        && reg2_srcE == reg_dstM 
        && reg_write_en_MEM == 1'b1 
        && reg2_srcE != 5'b0) begin
            reg2_sel <= 2'b00;
        end else if (src_reg_en[0] == 1'b1 
        && reg2_srcE == reg_dstW 
        && reg_write_en_WB == 1'b1 
        && reg2_srcE != 5'b0) begin
            reg2_sel <= 2'b01;
        end else if (alu_src2 == 2'b01) begin
            reg2_sel <= 2'b10;
        end else begin
            reg2_sel <= 2'b11;
        end
    end
integer total, right, wrong;
always @(posedge clk,posedge rst)
    begin
        if (rst) begin
            total = 0;
            wrong = 0;
            right = 0;
        end else begin
            if (br) total = total + 1;
            if (fail) wrong = wrong + 1;
            right = total - wrong;
        end
    end
endmodule
```

==> impl_metrics.env <==
# source this file to load flow results
export IMPL_outcome="complete, no violations"
export IMPL_slew_headroom=0.845
export IMPL_period_minus_slack_ns=2.16
export IMPL_worstPathRequired_ns=1.76
export IMPL_routedWlPerCell_um=11.8
export IMPL_avgSynthCellArea_um2=7.35
export IMPL_dieArea_um2=8460
export IMPL_worstPathArrival_ns=1.72
export IMPL_common_cells="xnor2_1, buf_4, nand3_1, nand4_1, nor2_1"
export IMPL_wl_um=2560
export IMPL_setup_viol=0
export IMPL_ys_sh_mux=0
export IMPL_worst_hold_slack_ns=1.38
export IMPL_grt_busiest_layer="met2"
export IMPL_use_met2=0.119
export IMPL_start_kind="primary input"
export IMPL_top_cell="xnor2_1"
export IMPL_fp_dieW_um=92
export IMPL_port_buffers=64
export IMPL_tool_warnings=35
export IMPL_drv_cap=0
export IMPL_xor_area_frac=0.511
export IMPL_crit_path_end_kind="output pin"
export IMPL_hold_buffers=0
export IMPL_yosysWarningCount=1
export IMPL_setup_tns_ns=0
export IMPL_yosysChipArea_um2=514
export IMPL_die_y_um=92
export IMPL_critPathKind="in2out"
export IMPL_postSynthSeqShare=0
export IMPL_clockBufferCount=0
export IMPL_first_global_vias=760
export IMPL_fa_ha_area_frac=0
export IMPL_drive_gt1_frac=0.293
export IMPL_pin_count=66
export IMPL_slew_viol_final=0
export IMPL_tightest_slew_ns=0.232
export IMPL_grt_overflow_total=0
export IMPL_hold_viol=0
export IMPL_core_area_um2=5070
export IMPL_p_per_area_nw_per_um2=161
export IMPL_antenna_cells=0
export IMPL_firstDrtPassIters=2
export IMPL_top_area_frac=0.511
export IMPL_finalWeightedCongestion=0.857
export IMPL_ys_cells=70
export IMPL_hold_path_class="in2out"
export IMPL_rsz0062_at_grt="true"
export IMPL_path_max_fanout=3
export IMPL_drt_iter0_markers=6
export IMPL_seq_cells=0
export IMPL_fillers=573
export IMPL_drc=0
export IMPL_fp_util=0.101
export IMPL_fin_crit_sh=0.981
export IMPL_grt_pass1_wl_um=3940
export IMPL_synthToLayoutAreaGrowth_pct=158
export IMPL_ys_sh_aoi=0.117
export IMPL_synth_cells=70
export IMPL_grt_util_met1=0.0621
export IMPL_viasPerCell=3.26
export IMPL_synthSimpleGateAreaFrac=0.277
export IMPL_ant_nets=0
export IMPL_yosys_area_top_type="xnor2_1"
export IMPL_dp_final_hpwl_um=2430
export IMPL_grt_antenna_before_repair=0
export IMPL_grt_max_degree=6
export IMPL_ys_types=21
export IMPL_gr_usage_met3=0.00247
export IMPL_flop_area_um2=0
export IMPL_vdd_ir_drop_max_mv=0.0342
export IMPL_p_leak_nw=0.541
export IMPL_pre_cts_ws_ns=-0.558
export IMPL_worst_slack_ns=0.0410
export IMPL_topCellsByArea="xnor2_1, buf_4, nand4_1"
export IMPL_top_logic_kind="XOR/XNOR gates"
export IMPL_grt_use_total=0.0564
export IMPL_num_vias=707
export IMPL_synth_area_um2=514
export IMPL_max_freq_ghz=0.463
export IMPL_rows=26
[worst max-delay path, stage by stage]
cell and delay [ns]:
dlygate4sd2_1 0.24, xnor2_1 0.12, nand3_1 0.10, o22ai_2 0.11, buf_4 0.14, a2111o_1 0.39, clkdlybuf4s15_1 0.18
[stage by stage]
step	total power [mW]	std cells	util	instance area, um2
CTS	0.217	217	0.263	1340
detailed placement	0.228	214	0.260	1320
global placement	0.228	214	0.260	1320
global route	0.232	217	0.261	1330
finish	0.214	217	0.261	1330
floorplan	0.0735	70	-	514
[timing repair]
| item | in CTS | in global routing |
|---|---|---|
| gates resized | 75 | 18 |
| setup endpoints to repair | 13 | 11 |
| pin swaps | 25 | 13 |
| setup buffers | 3 | 0 |
[routing by layer]
layer	vias up	routed length, um	part of all wire
met4	0	0	0
met5	-	0	0
met1	299	943	0.37
met2	10	1570	0.61
li1	398	-	-
met3	0	45	0.018
[final timing paths]
path,start,end,slack (ns),cells past startpoint
max,reg1_srcD[0],flushE,0.04,7
min,reg1_srcE[2],op1_sel[1],1.38,5
[cells by family (layout without fill, tap and decap cells)]
family	Yosys count	after routing
xor+xnor	30	30
simple gates	25	25
compound gates	8	8
buf+inv	7	84
[final cells by class]
cell class,instances,area (um2),area share
repair buffers,83,704,0.532
multi-input cells,63,529,0.399
well taps,70,87.6,0.0661
inverters,1,3.75,0.00283
[report_power, final]
part / internal (mW) / total, mW / switching (mW)
Clock: 0 / 0 / 0
Combinational: 0.141 / 0.214 / 0.0731
Sequential: 0 / 0 / 0
Total: 0.141 / 0.214 / 0.0731
[placed cells by master, fill, tap and decap left out, types with 3 or more instances in the layout]
cell type / count
xnor2_1: 29
clkdlybuf4s50_1: 20
dlygate4sd2_1: 20
buf_4: 18
clkdlybuf4s15_1: 8
clkbuf_2: 7
buf_2: 6
nand4_1: 4
nor2_1: 4
nand3_1: 4
nand2_1: 3
dlymetal6s2s_1: 3
Power and IR drop assume default switching activity.
